--- /design/flow/config.mk ---
export PLATFORM = sky130hd
export DESIGN_NAME = datapath
export DESIGN_NICKNAME = datapath
export VERILOG_FILES = /design/flow/design.v
export SDC_FILE = /design/flow/constraint.sdc
export NUM_CORES = 4
export LEC_CHECK = 1
export CORE_UTILIZATION = 50
--- /design/flow/design.v ---
module alu(input [15:0]A, input [15:0]B, input [1:0]opALU, output reg [15:0]Rout, input Clk, input Rst);
wire [15:0]Rout_temp;
wire Cout, Done;
my8bitmultiplier m1(Rout_temp, Done, Cout, A[7:0], B[7:0],(1'b1), Clk, Rst, (1'b0));
always@(*)
begin
case(opALU)
	0:begin
	  Rout <= A | B;
	  end
	1:begin
	  Rout <= A + B;
	  end
	2:begin
	  Rout <= Rout_temp;
	  end
	3:begin
	  Rout <= ~A;
	  end
	endcase
end
endmodule
module half_adder(A, B, S, C);
    input A;
    input B;
    output S;
    output C;
     xor x1(S,A,B);  
     and a1(C,A,B);  
 endmodule
module full_adder( A, B, Cin, S, Cout);  
    input A;
    input B;
    input Cin;
    output S;
    output Cout;
    wire Sa1, Ca1, Ca2;    
     half_adder a1(.A(A),.B(B),.S(Sa1),.C(Ca1));  
     half_adder a2(.A(Sa1),.B(Cin),.S(S),.C(Ca2));
     or  o1(Cout,Ca1,Ca2);
 endmodule
module my16bitadder(output [15:0] O, output c, input [15:0] A, B, input S);
	wire Cout0in1, Cout1in2, Cout2in3, Cout3in4, Cout4in5, Cout5in6, Cout6in7, Cout7in8,
 	Cout8in9, Cout9in10, Cout10in11, Cout11in12, Cout12in13, Cout13in14, Cout14in15;
	full_adder Add0 ( A[0], B[0], S, O[0], Cout0in1); 
	full_adder Add1 ( A[1], B[1], Cout0in1, O[1], Cout1in2); 
	full_adder Add2 ( A[2], B[2], Cout1in2, O[2], Cout2in3); 
	full_adder Add3 ( A[3], B[3], Cout2in3, O[3], Cout3in4); 
	full_adder Add4 ( A[4], B[4], Cout3in4, O[4], Cout4in5); 
	full_adder Add5 ( A[5], B[5], Cout4in5, O[5], Cout5in6); 
	full_adder Add6 ( A[6], B[6], Cout5in6, O[6], Cout6in7); 
	full_adder Add7 ( A[7], B[7], Cout6in7, O[7], Cout7in8); 
	full_adder Add8 ( A[8], B[8], Cout7in8, O[8], Cout8in9); 
	full_adder Add9 ( A[9], B[9], Cout8in9, O[9], Cout9in10); 
	full_adder Add10 ( A[10], B[10], Cout9in10, O[10], Cout10in11); 
	full_adder Add11 ( A[11], B[11], Cout10in11, O[11], Cout11in12);
	full_adder Add12 ( A[12], B[12], Cout11in12, O[12], Cout12in13); 
	full_adder Add13 ( A[13], B[13], Cout12in13, O[13], Cout13in14); 
	full_adder Add14 ( A[14], B[14], Cout13in14, O[14], Cout14in15);  
	full_adder Add15 ( A[15], B[15], Cout14in15, O[15], c);
endmodule
module my8bitmultiplier(output reg[15:0] O, output reg Done, output Cout, input [7:0] A, B, input Load,Clk,Reset,Cin);
reg[1:0] state;
reg[15:0] A_reg, B_reg, A_temp, O_reg, B_temp;
wire[15:0] O_temp;
my16bitadder dut1(O_temp, Cout, A_temp, B_temp, Cin);
always@(posedge Clk)
begin
if(Reset)
state <= 0;
else
case(state)
	0: if(Load)begin
		A_reg <= A; 
		B_reg <= B; 
		O_reg <= A; 
		state <= 1;
                Done <= 0;
                O <= 0;
		end
	1: begin
		A_temp <= A_reg; 
		B_temp <= O_reg; 
		B_reg <= B_reg - 1; 
		state <= 2;
		end
	2: begin
		O_reg <= O_temp;
		if(B_reg>1) state <= 1;
		else begin
			state <= 3; 
			Done <= 1;
			O <= O_temp;
			end
		end
	3: begin
		Done <= 0; 
		state <= 0;
		end
endcase
end
endmodule
module datapath(Clk, Rst, muxPC, muxMAR, muxACC, loadMAR, loadPC, loadACC, loadMDR, loadIR, opALU, Zflag, opcode, MemAddr, MemD, MemQ);
input Clk;
input  Rst;
input  muxPC;
input  muxMAR;
input  muxACC;
input  loadMAR;
input  loadPC;
input  loadACC;
input  loadMDR;
input  loadIR;
input [1:0]opALU; 
output reg Zflag;
output reg[7:0]opcode;
output reg[7:0]MemAddr;
output reg[15:0]MemD;
input	[15:0]MemQ;
reg  [7:0]PC_next;
reg  [15:0]IR_next;  
reg  [15:0]ACC_next;  
reg  [15:0]MDR_next;  
reg  [7:0]MAR_next;  
reg Zflag_next;
wire  [7:0]PC_reg;
wire  [15:0]IR_reg;  
wire  [15:0]ACC_reg;  
wire  [15:0]MDR_reg;  
wire  [7:0]MAR_reg;  
wire Zflag_reg;
wire  [15:0]ALU_out;  
registers m1(Clk, Rst, PC_reg, PC_next, IR_reg, IR_next, ACC_reg, ACC_next, MDR_reg, MDR_next, MAR_reg, MAR_next, Zflag_reg, Zflag_next);
alu m2(ACC_reg, MDR_reg, opALU, ALU_out, Clk, Rst);
always @(*)
begin
if(loadPC)
	begin
	PC_next = muxPC ? IR_reg[15:8] : (1 + PC_reg);
	end
else
	begin
	PC_next = PC_reg;
	end
if(loadIR)
	begin
	IR_next = MDR_reg;
	end
else
	begin
	IR_next = IR_reg;
	end
if(loadACC)
	begin
	ACC_next = muxACC ? MDR_reg : ALU_out; 
	end
else
	begin
	ACC_next = ACC_reg;
	end
if(loadMDR)
	begin
	MDR_next = MemQ;
	end
else
	begin
	MDR_next = MDR_reg;
	end
if(loadMAR)
	begin
	MAR_next = muxMAR ? PC_reg : IR_reg[15:8];		 
	end
else
	begin
	MAR_next = MAR_reg;
	end
if(ACC_reg == 0)						 
	begin
	Zflag_next <= 0;
	end
else
	begin
	Zflag_next <= 1;
	end
Zflag = (ACC_reg == 0);
opcode=IR_reg[7:0];
MemAddr = MAR_reg;
MemD = ACC_reg;
end
endmodule
module registers(Clk, Rst, PC_reg, PC_next, IR_reg, IR_next, ACC_reg, ACC_next, MDR_reg, MDR_next, MAR_reg, MAR_next, Zflag_reg, Zflag_next);
input wire Clk;
input wire Rst;
output reg [7:0]PC_reg;
input wire [7:0]PC_next;
output reg [15:0]IR_reg;
input wire [15:0]IR_next;
output reg [15:0]ACC_reg;
input wire [15:0]ACC_next;
output reg [15:0]MDR_reg;
input wire [15:0]MDR_next;
output reg [7:0]MAR_reg;
input wire [7:0]MAR_next;
output reg Zflag_reg;
input wire Zflag_next;
always @(posedge Clk)
begin
	if(Rst)
		begin
		PC_reg <= 0;
		IR_reg <= 0;
		ACC_reg <= 0;
		MDR_reg <= 0;
		MAR_reg <= 0;
		Zflag_reg <= 0;
		end
	else
		begin
		PC_reg <= PC_next;
		IR_reg <= IR_next;
		ACC_reg <= ACC_next;
		MDR_reg <= MDR_next;
		MAR_reg <= MAR_next;
		Zflag_reg <= Zflag_next;
		end
	end
endmodule
--- /design/flow/run.sh ---
#!/bin/bash
# OpenROAD 26Q1-2900-gdf79404cd8, Yosys 0.63+post, stock flow scripts
make -C /OpenROAD-flow-scripts/flow DESIGN_CONFIG=/design/flow/config.mk WORK_HOME=/design/flow/orfs finish
--- /design/flow/constraint.sdc ---
current_design datapath

set clk_period 5.2
set clk_io_pct 0.2

create_clock -name clk0 -period $clk_period [get_ports {Clk}]

set non_clock_inputs [all_inputs -no_clocks]
set_input_delay [expr $clk_period * $clk_io_pct] -clock clk0 $non_clock_inputs
set_output_delay [expr $clk_period * $clk_io_pct] -clock clk0 [all_outputs]
==> impl_metrics.env <==
# yosys + openroad results
export IMPL_status="completed"
export IMPL_flop_cell="edfxtp_1"
export IMPL_finalCriticalPeriod_ns=5.002
export IMPL_tool_warnings=41
export IMPL_maxCapViolations=0
export IMPL_die_h_um=124.4
export IMPL_wl_per_cell_um=17.04
export IMPL_hold_viol_final=0
export IMPL_ys_warnings_count=4
export IMPL_finalWirelength_mm=15.98
export IMPL_ant_nets=0
export IMPL_grt_pass1_wl_mm=26.61
export IMPL_met3_usage_pct=4.860
export IMPL_first_pass_iters=5
export IMPL_grt_use_met2_pct=35.65
export IMPL_slowest_delay_ns=0.38
export IMPL_tritoncts="done"
export IMPL_tightestPinTransition_ns=0.7267
export IMPL_vias_per_cell=5.527
export IMPL_setup_viol=0
export IMPL_initCoreUtil_pct=51.38
export IMPL_clk_latency_ns=0.42
export IMPL_grt_busiest_layer="met1"
export IMPL_dieArea_mm2=0.01549
export IMPL_clk_pin_slew_ns=0.06
export IMPL_timing_fmax_mhz=199.9
export IMPL_met1_usage_pct=35.70
export IMPL_p_leak_nw=3.437
export IMPL_core_mm2=0.01459
export IMPL_min_from="m2.m1.state[3]$_DFF_P_"
export IMPL_power_mw=2.817
export IMPL_diodes=0
export IMPL_drive_above_1_share_pct=9.814
export IMPL_dp_slack_ns=-0.2208
export IMPL_worstPathArrival_ns=5.17
export IMPL_gr_total_overflow=0
export IMPL_yosys_cells=691
export IMPL_yosys_stat_seqShare_pct=50.21
export IMPL_path_delay_family="adder cells"
export IMPL_numClockSinks=148
export IMPL_fp_row_count=44
export IMPL_start_kind="flip-flop"
export IMPL_skew_ns=0.007968
export IMPL_htreeDepth=4
export IMPL_cts_buffer_depth=2
export IMPL_synth_area_per_cell_um2=10.85
export IMPL_hold_ws_ns=0.4048
export IMPL_portBuffers=60
export IMPL_slew_headroom_pct=51.49
export IMPL_dp_hpwl_mm=11.09
export IMPL_setup_worst_path_end_class="flip-flop"
export IMPL_powerDensity_mw_per_mm2=320.1
export IMPL_crit_type="flip-flop to flip-flop"
export IMPL_hold_buffers=0
export IMPL_antenna_found_initial=0
export IMPL_cpMostUsedCell="fa_2"
export IMPL_cp_num_buf_inv=0
export IMPL_cp_max_fo=2
export IMPL_peakVddDrop_v=0.0001912
export IMPL_timing_final_ws_setup_ns=0.1984
export IMPL_edf_count=80
export IMPL_ff2ff_path_depth=17
export IMPL_io_pins=61
export IMPL_route_detailed_drc=0
export IMPL_period_used_pct=96.18
export IMPL_grt_usage_pct=22.77
export IMPL_syn_to_final_growth_pct=17.38
export IMPL_place_gp_congestion=0.9247
export IMPL_synth_async_sr_flop_share_pct=0
export IMPL_cts_buffers=17
export IMPL_rsz0062_at_grt="false"
export IMPL_yosys_area_mm2=0.007496
export IMPL_die_w_um=124.4
export IMPL_timing_hold_worst_path_depth=1
export IMPL_netlist_area_mm2=0.007496
export IMPL_path_cells="ha_2 -> fa_2 -> fa_2 -> fa_2 -> fa_2 -> fa_2 -> fa_2 -> fa_2 -> ha_2 -> ha_1 -> ha_1 -> ha_1 -> ha_1 -> ha_1 -> ha_2 -> xor2_1 -> and2_1"
export IMPL_grt_pass1_vias=5081
export IMPL_r2r_start="m2.m1.B_temp[0]$_DFFE_PP_"
export IMPL_required_ns=5.37
export IMPL_slowest_stage="fa_2"
export IMPL_synthCells=691
export IMPL_hp_class="flip-flop to flip-flop"
export IMPL_hold_end="m2.m1.state[0]$_DFF_P_"
export IMPL_synth_distinct_cells=57
export IMPL_largest_reg_flops=32
export IMPL_drv_slew=0
export IMPL_ys_ff=148
export IMPL_cts_setup_buffers=0
export IMPL_grt_max_degree=44
export IMPL_dr_first_iter_drc_count=251
export IMPL_cts_root_buffer="clkbuf_16"
export IMPL_vias=5184
export IMPL_reg2reg_slack_ns=0.20
export IMPL_r2r_end="m2.m1.O[15]$_SDFFCE_PN0P_"
-- placed cells by master, fill, tap and decap left out, drive strengths merged, types with 5 or more instances in the layout --
cell type and n:
inv 50, nor3 12, buf 14, fa 8, edfxtp 80, a211oi 23, ha 42, nand2b 7
and2 23, and3 7, o21ai 32, xor2 10, nand2 20, dfxtp 68, a21o 8, o21bai 9
a21oi 26, a22o 6, nor4 7, mux2i 47, clkdlybuf4s50 59, a22oi 6, nand3 8, o21a 5
nor2 82, clkbuf 17, mux2 5, xnor2 14
-- cell type report --
type,count,area [um^2]
Tap cell,184,230.2
Timing Repair Buffer,73,693.2
Inverter,43,161.4
Sequential cell,148,3764
Fill cell,1191,5791
Multi-Input combinational cell,458,3403
Clock buffer,17,425.4
Clock inverter,15,121.4
-- worst max-delay path by stage --
stage | start | cells past startpoint | endpoint
finish | m2.m1.B_temp[0]$_DFFE_PP_ | 17 | m2.m1.O[15]$_SDFFCE_PN0P_
CTS | m2.m1.A_temp[0]$_DFFE_PP_ | 17 | m2.m1.O[15]$_SDFFCE_PN0P_
global route | m2.m1.B_temp[0]$_DFFE_PP_ | 17 | m2.m1.O[15]$_SDFFCE_PN0P_
-- power breakdown --
| part | leakage (nW) | internal [mW] | switching (mW) | total [mW] |
|---|---|---|---|---|
| logic | 1.85 | 0.161 | 0.168 | 0.329 |
| clock network | 0.259 | 0.620 | 0.503 | 1.12 |
| registers | 1.33 | 1.30 | 0.0608 | 1.36 |
-- Yosys cell counts (8+ instances only) --
cell type	number	area [um^2]
inv_1	43	161.4
o21ai_0	24	120.1
o21ai_1	8	40.04
and2_1	23	143.9
nor2_1	82	307.8
edfxtp_1	80	2402
xor2_1	10	87.58
xnor2_1	14	122.6
nand3_1	8	40.04
ha_1	42	525.5
nor3_1	11	55.05
mux2i_1	47	470.5
a21oi_1	26	130.1
buf_4	8	60.06
o21bai_1	9	67.56
a211oi_1	23	172.7
clkbuf_1	29	108.9
dfxtp_1	68	1361
a21o_1	8	60.06
nand2_1	20	75.07
fa_1	8	160.2
-- per-layer routing --
| metal | routed length (um) | up-vias |
|---|---|---|
| met4 | 244 | 0 |
| met2 | 7654 | 107 |
| met3 | 743 | 17 |
| li1 | - | 2574 |
| met1 | 7340 | 2486 |
| met5 | 0 | - |
-- through the flow --
step / utilization (%) / instance area (um^2) / setup TNS, ns / std cells
2_1_floorplan: - / 7513 / 0 / 691
3_3_place_gp: 56.51 / 8244 / -0.4335 / 906
3_5_place_dp: 56.51 / 8244 / -0.7431 / 906
4_1_cts: 60.29 / 8796 / 0 / 938
5_1_grt: 60.31 / 8798 / 0 / 938
6_report: 60.31 / 8798 / 0 / 938
-- repair_timing --
item / 4_1_cts / 5_1_grt
pin swaps: 4 / 8
setup endpoints to repair: 4 / 4
gates cloned: 0 / 0
gates resized: 2 / 1
-- cells by family after synthesis --
group	after synthesis	share of synthesized area (%)
adders and majority gates	50	9.147
muxes	56	8.229
and+or+nand+nor	183	11.93
AOI/OAI and AO/OA	145	12.92
xor gates and xnor gates	24	2.804
buffers and inverters	85	4.757
DFF	148	50.21
Power figures rest on the tool's default switching activity, not on a simulated workload.
