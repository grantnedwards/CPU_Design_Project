## ./run.sh

```bash
#!/bin/bash
# OpenROAD 26Q1-2900-gdf79404cd8, Yosys 0.63+post, stock flow scripts
make -C /OpenROAD-flow-scripts/flow DESIGN_CONFIG=/design/flow/config.mk WORK_HOME=/design/flow/orfs finish
```

## ./config.mk

```make
export PLATFORM = sky130hd
export DESIGN_NAME = ctr
export DESIGN_NICKNAME = ctr
export VERILOG_FILES = /design/flow/design.v
export SDC_FILE = /design/flow/constraint.sdc
export NUM_CORES = 4
export LEC_CHECK = 1
export CORE_AREA = 10 10 93 93
export DIE_AREA = 0 0 103 103
```

## ./constraint.sdc

```tcl
current_design ctr

set clk_period 1.2
set clk_io_pct 0.2

create_clock -name clk0 -period $clk_period [get_ports {Clk}]

set non_clock_inputs [all_inputs -no_clocks]
set_input_delay [expr $clk_period * $clk_io_pct] -clock clk0 $non_clock_inputs
set_output_delay [expr $clk_period * $clk_io_pct] -clock clk0 [all_outputs]
```

## ./design.v

```verilog
module ctr(Clk, Rst, Zflag, opcode, muxPC, muxMAR, muxACC, loadMAR, loadPC, loadACC, loadMDR, loadIR, opALU, MemRW);
input Clk;
input Rst;
input Zflag;
input [7:0]opcode;
output reg muxPC;
output reg muxMAR;
output reg muxACC;
output reg loadMAR;
output reg loadPC;
output reg loadACC;
output reg loadMDR;
output reg loadIR;
output reg [1:0]opALU;
output reg MemRW;
reg [3:0] cur_state;
reg [3:0] next_state;
parameter op_add=8'b001;
parameter op_or= 8'b010;
parameter op_jump=8'b011;
parameter op_jumpz=8'b100;
parameter op_load=8'b101;
parameter op_store=8'b110;
parameter op_mull=8'b1001;
parameter op_neg=8'b1010;
always @(posedge Clk)
begin
	if(Rst)
		begin
		cur_state = 4'b0000;
		end
	else
		begin
		cur_state = next_state;
		end
end
always@(*)  
begin
	case(cur_state)
	4'b0000:			 
		next_state = 4'b0001;
	4'b0001:			 
		next_state = 4'b0010;
	4'b0010:			 
		next_state = 4'b0011;
	4'b0011:			 
		begin
		case(opcode)
		op_add:
			next_state = 4'b0100;
		op_or:
			next_state = 4'b0110;
		op_jump:
			next_state = 4'b1111;
		op_jumpz:
			begin
			if(Zflag)
				begin
				next_state = 4'b1111;
				end
			else
				begin
				next_state = 4'b0001;
				end
			end
		op_load:
			next_state = 4'b1100;
		op_store:
			next_state = 4'b1110;
		op_mull:
			next_state = 4'b1000;
		op_neg:
			next_state = 4'b1010;
		endcase
		end
	4'b0100:			 
		next_state = 4'b0101;
	4'b0101:			 
		next_state = 4'b0000;
	4'b0110:			 
		next_state = 4'b0111;
	4'b0111:			 
		next_state = 4'b0000;
	4'b1000:			 
		next_state = 4'b1001;
	4'b1001:			 
		next_state = 4'b0000;
	4'b1010:			 
		next_state = 4'b1011;
	4'b1011:			 
		next_state = 4'b0000;
	4'b1100:			 
		next_state = 4'b1101;
	4'b1101:			 
		next_state = 4'b0000;
	4'b1110:			 
		next_state = 4'b0000;
	4'b1111:			 
		next_state = 4'b0000;
	endcase
end
always@(cur_state)
begin
muxPC = 0; 
muxMAR = 0; 
muxACC = 0; 
loadMAR = 0; 
loadPC = 0; 
loadACC = 0; 
loadMDR = 0; 
loadIR = 0; 
opALU = 0; 
MemRW = 0; 
case(cur_state)
	4'b0000:		 
		begin
		muxPC = 0; 
		muxMAR = 0; 
		muxACC = 0; 
		loadMAR = 1; 
		loadPC = 1; 
		loadACC = 0; 
		loadMDR = 0; 
		loadIR = 0; 
		opALU = 0; 
		MemRW = 0; 
		end
	4'b0001:		 
		begin
		muxPC = 0; 
		muxMAR = 0; 
		muxACC = 0; 
		loadMAR = 0; 
		loadPC = 0; 
		loadACC = 0; 
		loadMDR = 1; 
		loadIR = 0; 
		opALU = 0; 
		MemRW = 0; 
		end
	4'b0010:		 
		begin
		muxPC = 0; 
		muxMAR = 0; 
		muxACC = 0; 
		loadMAR = 0; 
		loadPC = 0; 
		loadACC = 0; 
		loadMDR = 0; 
		loadIR = 1; 
		opALU = 0; 
		MemRW = 0; 
		end
	4'b0011:		 
		begin
		muxPC = 0; 
		muxMAR = 1; 
		muxACC = 0; 
		loadMAR = 1; 
		loadPC = 0; 
		loadACC = 0; 
		loadMDR = 0; 
		loadIR = 0; 
		opALU = 0; 
		MemRW = 0; 
		end
	4'b0100:		 
		begin
		muxPC = 0; 
		muxMAR = 0; 
		muxACC = 0; 
		loadMAR = 0; 
		loadPC = 0; 
		loadACC = 0; 
		loadMDR = 1; 
		loadIR = 0; 
		opALU = 0; 
		MemRW = 0; 
		end
	4'b0101:		 
		begin
		muxPC = 0; 
		muxMAR = 0; 
		muxACC = 0; 
		loadMAR = 0; 
		loadPC = 0; 
		loadACC = 1; 
		loadMDR = 0; 
		loadIR = 0; 
		opALU = 1; 
		MemRW = 0; 
		end
	4'b0110:		 
		begin
		muxPC = 0; 
		muxMAR = 0; 
		muxACC = 0; 
		loadMAR = 0; 
		loadPC = 0; 
		loadACC = 0; 
		loadMDR = 1; 
		loadIR = 0; 
		opALU = 0; 
		MemRW = 0; 
		end
	4'b0111:		 
		begin
		muxPC = 0; 
		muxMAR = 0; 
		muxACC = 0; 
		loadMAR = 0; 
		loadPC = 0; 
		loadACC = 1; 
		loadMDR = 0; 
		loadIR = 0; 
		opALU = 0; 
		MemRW = 0; 
		end
	4'b1000:		 
		begin
		muxPC = 0; 
		muxMAR = 0; 
		muxACC = 0; 
		loadMAR = 0; 
		loadPC = 0; 
		loadACC = 0; 
		loadMDR = 1; 
		loadIR = 0; 
		opALU = 0; 
		MemRW = 0; 
		end
	4'b1001:		 
		begin
		muxPC = 0; 
		muxMAR = 0; 
		muxACC = 0; 
		loadMAR = 0; 
		loadPC = 0; 
		loadACC = 1; 
		loadMDR = 0; 
		loadIR = 0; 
		opALU = 2; 
		MemRW = 0; 
		end
	4'b1010:		 
		begin
		muxPC = 0; 
		muxMAR = 0; 
		muxACC = 0; 
		loadMAR = 0; 
		loadPC = 0; 
		loadACC = 0; 
		loadMDR = 1; 
		loadIR = 0; 
		opALU = 0; 
		MemRW = 0; 
		end
	4'b1011:		 
		begin
		muxPC = 0; 
		muxMAR = 0; 
		muxACC = 0; 
		loadMAR = 0; 
		loadPC = 0; 
		loadACC = 1; 
		loadMDR = 0; 
		loadIR = 0; 
		opALU = 3; 
		MemRW = 0; 
		end
	4'b1100:		 
		begin
		muxPC = 0; 
		muxMAR = 0; 
		muxACC = 0; 
		loadMAR = 0; 
		loadPC = 0; 
		loadACC = 0; 
		loadMDR = 1; 
		loadIR = 0; 
		opALU = 0; 
		MemRW = 0; 
		end
	4'b1101:		 
		begin
		muxPC = 0; 
		muxMAR = 0; 
		muxACC = 1; 
		loadMAR = 0; 
		loadPC = 0; 
		loadACC = 1; 
		loadMDR = 0; 
		loadIR = 0; 
		opALU = 0; 
		MemRW = 0; 
		end
	4'b1110:		 
		begin
		muxPC = 0; 
		muxMAR = 0; 
		muxACC = 0; 
		loadMAR = 0; 
		loadPC = 0; 
		loadACC = 0; 
		loadMDR = 0; 
		loadIR = 0; 
		opALU = 0; 
		MemRW = 1; 
		end
	4'b1111:		 
		begin
		muxPC = 1; 
		muxMAR = 0; 
		muxACC = 0; 
		loadMAR = 0; 
		loadPC = 1; 
		loadACC = 0; 
		loadMDR = 0; 
		loadIR = 0; 
		opALU = 0; 
		MemRW = 0; 
		end
	endcase
end
endmodule
```

==> results.sh <==
# physical design summary
export IMPL_synth_warnings=1
export IMPL_die_width_um=103
export IMPL_place_area_um2=1216
export IMPL_grt_max_degree=12
export IMPL_antenna_found_initial=0
export IMPL_htreeDepth=1
export IMPL_drv_cap=0
export IMPL_finalSetupViolCount=0
export IMPL_p_per_area_nw_per_um2=833.2
export IMPL_worstHoldStart="Rst"
export IMPL_fp_row_count=30
export IMPL_gr_total_overflow=0
export IMPL_unclocked_regs=4
export IMPL_chip_area_um2=10610
export IMPL_ys_cells=106
export IMPL_power_uw=1057
export IMPL_routedWlPerCell_um=9.833
export IMPL_grt_pass1_vias=795
export IMPL_cts_setup_buffers=0
export IMPL_fp_util_pct=13.52
export IMPL_worst_slew_margin_rel_pct=74.03
export IMPL_port_buffers=21
export IMPL_untimed_endpoints=4
export IMPL_min_to="cur_state[3]"
export IMPL_place_ws_ps=-394.7
export IMPL_num_fill_cells=742
export IMPL_place_congestion=0.8361
export IMPL_ys_seq_elements=19
export IMPL_cts_root_buf="clkbuf_8"
export IMPL_vias=793
export IMPL_wl_um=2065
export IMPL_worst_pin_slew_ps=388.3
export IMPL_hold_depth=3
export IMPL_drtPass1Iterations=4
export IMPL_netlist_area_um2=913.4
export IMPL_cts_path_max_buffers=2
export IMPL_min_delay_path_class="input pin to flop"
export IMPL_fin_area_um2=1269
export IMPL_drc=0
export IMPL_viasPerCell=3.776
export IMPL_ant_nets=0
export IMPL_max_freq_mhz=907.2
export IMPL_synth_cells=106
export IMPL_rsz0062_at_grt="no"
export IMPL_core_area_um2=6756
export IMPL_post_route_min_period_ps=1102
export IMPL_die_y_um=103
export IMPL_crit_required_ps=1330
export IMPL_layout_drive_gt1_share_pct=16.15
export IMPL_clkTransAtPathRegs_ps=60
export IMPL_drt_iter0_markers=35
export IMPL_grt_pass1_wl_um=3594
export IMPL_antenna_cells=0
export IMPL_synthDistinctLibCells=33
export IMPL_crit_arrival_ps=1230
export IMPL_final_setup_tns_ps=0
export IMPL_syn_mean_instance_area_um2=8.617
export IMPL_ff_latch_area_um2=362.8
export IMPL_ys_chip_area_um2=913.4
export IMPL_worst_setup_path_type="input pin to flop"
export IMPL_critPathCaptureType="flop"
export IMPL_grtUsageTotal_pct=4.040
export IMPL_cts_tree="yes"
export IMPL_cp_start_kind="input pin"
export IMPL_slew_violations=0
export IMPL_status="finished clean"
export IMPL_dp_hpwl_um=1613
export IMPL_path_max_fanout=4
export IMPL_setup_ws_ps=97.70
export IMPL_io_pins=22
export IMPL_finalHoldViolCount=0
export IMPL_leakagePower_uw=0.0005461
export IMPL_fin_crit_sh_pct=91.86
export IMPL_area_delta_synth_final_pct=38.90
export IMPL_openroad_warnings=27
export IMPL_vdd_drop_max_v=0.0003286
export IMPL_numCtsBuffers=3
export IMPL_logic_area_um2=498.0
[cell type report]
cell class	instances	share of cell area [%]
inverter	6	1.775
tap	80	7.890
timing repair buffer	27	18.93
clock buffer	4	3.550
multi-input combinational	74	39.25
sequential	19	28.60
[through the flow]
step | utilization (%) | hold WS (ps) | cells
finish | 18.78 | 485.5 | 210
floorplan | - | 494.0 | 106
global route | 18.78 | 506.3 | 210
global placement | 18.00 | 915.5 | 206
detailed placement | 18.00 | 915.2 | 206
CTS | 18.63 | 476.5 | 210
[worst max path at each step]
stage	start	endpoint	slack (ps)
CTS	Rst	opALU[0]	50
global route	Rst	loadMDR	10
finish	Rst	loadMDR	100
[timing repair]
action,in CTS,in global routing
hold buffers,0,0
gates resized,16,3
endpoints found under the setup margin,17,2
pin swaps,0,1
[logic make-up after synthesis]
group / Yosys count / synth area share (%)
AOI/OAI and AO/OA: 25 / 18.22
adders and majority gates: 3 / 4.110
buffers and inverters: 13 / 9.041
xor gates and xnor gates: 3 / 2.877
and+or+nand+nor: 43 / 26.30
DFF: 15 / 32.88
latches: 4 / 6.576
[routing by layer]
| layer | global-route usage, % | wire (µm) | vias to the layer above |
|---|---|---|---|
| li1 | - | - | 411 |
| met1 | 4.628 | 807 | 372 |
| met2 | 7.655 | 1155 | 8 |
| met3 | 0.7448 | 75 | 2 |
| met4 | 0.6417 | 26 | 0 |
| met5 | 0 | 0 | - |
[power by group]
group	internal, µW	switching, µW
sequential	512	5.50
clock	234	155
combinational	81.7	68.0
total	828	229
[worst max-delay path: stages]
cell	delay, ps
dlygate4sd2_1	270
nand2b_4	150
buf_4	130
ha_1	200
a31oi_1	160
o21ai_1	70
[cell usage in the layout, fill, tap and decap left out, types with 2 or more instances in the layout]
cell	netlist	routed
dfxtp_1	15	13
dlygate4sd2_1	0	12
nor2_1	10	10
clkdlybuf4s50_1	0	9
a21oi_1	8	8
o21ai_0	8	7
nand2_1	6	6
buf_4	1	6
inv_1	6	5
nor3_1	4	4
nor2b_1	4	4
dlxtn_1	4	4
nand2b_1	5	3
and3_1	3	3
clkbuf_8	3	3
dfxtp_2	0	2
a31oi_1	2	2
nand2b_4	0	2
xor2_1	2	2
nand3b_1	2	2
nand3_1	2	2
nor3b_1	2	2
ha_1	3	2
[cells in the mapped netlist (all sizes together)]
master,count,area share [%]
o22a,1,0.96
nor3b,2,1.6
a21oi,8,4.4
nor2,10,4.1
and2,1,0.82
nor2b,4,2.7
o21ai,8,4.4
inv,6,2.5
clkbuf,6,5.8
a31o,1,0.96
dfxtp,15,33
a22oi,1,0.82
o21bai,2,2.9
xor2,2,1.9
nand3b,2,1.6
a31oi,2,1.4
nand2b,5,3.4
or2b,1,0.96
o22ai,1,0.69
buf,1,0.82
or4,2,2.1
nor3,4,2.2
ha,3,4.1
o41ai,1,1.8
and3,3,2.1
nor4bb,1,1.1
nand3,2,1.1
xnor2,1,0.96
nand2,6,2.5
dlxtn,4,6.6
[state kept, by name, summed over array words and instances, names as in the netlist]
signal / count
MemRW: 1
next_state: 4
loadPC: 1
loadMAR: 1
loadIR: 1
muxACC: 1
loadMDR: 1
opALU: 2
muxPC: 1
loadACC: 1
muxMAR: 1
cur_state: 4
